<file path="flow/run.sh">
#!/bin/bash
# OpenROAD 26Q1-2900-gdf79404cd8, Yosys 0.63+post, stock flow scripts
make -C /OpenROAD-flow-scripts/flow DESIGN_CONFIG=/design/flow/config.mk WORK_HOME=/design/flow/orfs finish
</file>
<file path="flow/config.mk">
export PLATFORM = sky130hd
export DESIGN_NAME = uart_top
export DESIGN_NICKNAME = uart_top
export VERILOG_FILES = /design/flow/design.v
export SDC_FILE = /design/flow/constraint.sdc
export NUM_CORES = 4
export LEC_CHECK = 1
export CORE_UTILIZATION = 30
</file>
<file path="flow/constraint.sdc">
current_design uart_top

set clk_period 4.7
set clk_io_pct 0.2

create_clock -name clk0 -period $clk_period [get_ports {clk}]

set non_clock_inputs [all_inputs -no_clocks]
set_input_delay [expr $clk_period * $clk_io_pct] -clock clk0 $non_clock_inputs
set_output_delay [expr $clk_period * $clk_io_pct] -clock clk0 [all_outputs]
</file>
<file path="flow/design.v">
module uart_rx(
input  wire       clk          ,  
input  wire       resetn       ,  
input  wire       uart_rxd     ,  
input  wire       uart_rx_en   ,  
output wire       uart_rx_break,  
output wire       uart_rx_valid,  
output reg  [PAYLOAD_BITS-1:0] uart_rx_data    
);
parameter   BIT_RATE        = 115200;  
localparam  BIT_P           = 1_000_000_000 * 1/BIT_RATE;  
parameter   CLK_HZ          =    120_000_000;
localparam  CLK_P           = 1_000_000_000 * 1/CLK_HZ;  
parameter   PAYLOAD_BITS    = 8;
parameter   STOP_BITS       = 1;
localparam       CYCLES_PER_BIT     = BIT_P / CLK_P;
localparam       COUNT_REG_LEN      = 1+$clog2(CYCLES_PER_BIT);
reg rxd_reg;
reg rxd_reg_0;
reg [PAYLOAD_BITS-1:0] recieved_data;
reg [COUNT_REG_LEN-1:0] cycle_counter;
reg [3:0] bit_counter;
reg bit_sample;
reg [2:0] fsm_state;
reg [2:0] n_fsm_state;
localparam FSM_IDLE = 0;
localparam FSM_START= 1;
localparam FSM_RECV = 2;
localparam FSM_STOP = 3;
assign uart_rx_break = uart_rx_valid && ~|recieved_data;
assign uart_rx_valid = fsm_state == FSM_STOP && n_fsm_state == FSM_IDLE;
always @(posedge clk) begin
    if(!resetn) begin
        uart_rx_data  <= {PAYLOAD_BITS{1'b0}};
    end else if (fsm_state == FSM_STOP) begin
        uart_rx_data  <= recieved_data;
    end
end
wire next_bit     = cycle_counter == CYCLES_PER_BIT ||
                        fsm_state       == FSM_STOP && 
                        cycle_counter   == CYCLES_PER_BIT/2;
wire payload_done = bit_counter   == PAYLOAD_BITS  ;
always @(*) begin : p_n_fsm_state
    case(fsm_state)
        FSM_IDLE : n_fsm_state = rxd_reg      ? FSM_IDLE : FSM_START;
        FSM_START: n_fsm_state = next_bit     ? FSM_RECV : FSM_START;
        FSM_RECV : n_fsm_state = payload_done ? FSM_STOP : FSM_RECV ;
        FSM_STOP : n_fsm_state = next_bit     ? FSM_IDLE : FSM_STOP ;
        default  : n_fsm_state = FSM_IDLE;
    endcase
end
integer i = 0;
always @(posedge clk) begin : p_recieved_data
    if(!resetn) begin
        recieved_data <= {PAYLOAD_BITS{1'b0}};
    end else if(fsm_state == FSM_IDLE             ) begin
        recieved_data <= {PAYLOAD_BITS{1'b0}};
    end else if(fsm_state == FSM_RECV && next_bit ) begin
        recieved_data[PAYLOAD_BITS-1] <= bit_sample;
        for ( i = PAYLOAD_BITS-2; i >= 0; i = i - 1) begin
            recieved_data[i] <= recieved_data[i+1];
        end
    end
end
always @(posedge clk) begin : p_bit_counter
    if(!resetn) begin
        bit_counter <= 4'b0;
    end else if(fsm_state != FSM_RECV) begin
        bit_counter <= {COUNT_REG_LEN{1'b0}};
    end else if(fsm_state == FSM_RECV && next_bit) begin
        bit_counter <= bit_counter + 1'b1;
    end
end
always @(posedge clk) begin : p_bit_sample
    if(!resetn) begin
        bit_sample <= 1'b0;
    end else if (cycle_counter == CYCLES_PER_BIT/2) begin
        bit_sample <= rxd_reg;
    end
end
always @(posedge clk) begin : p_cycle_counter
    if(!resetn) begin
        cycle_counter <= {COUNT_REG_LEN{1'b0}};
    end else if(next_bit) begin
        cycle_counter <= {COUNT_REG_LEN{1'b0}};
    end else if(fsm_state == FSM_START || 
                fsm_state == FSM_RECV  || 
                fsm_state == FSM_STOP   ) begin
        cycle_counter <= cycle_counter + 1'b1;
    end
end
always @(posedge clk) begin : p_fsm_state
    if(!resetn) begin
        fsm_state <= FSM_IDLE;
    end else begin
        fsm_state <= n_fsm_state;
    end
end
always @(posedge clk) begin : p_rxd_reg
    if(!resetn) begin
        rxd_reg     <= 1'b1;
        rxd_reg_0   <= 1'b1;
    end else if(uart_rx_en) begin
        rxd_reg     <= rxd_reg_0;
        rxd_reg_0   <= uart_rxd;
    end
end
endmodule
module uart_top (
input               clk     ,  
input               reset   ,  
input               sw_1    ,  
input   wire        uart_rxd,  
output  wire        uart_txd,  
output  wire [7:0]  led
);
parameter CLK_HZ = 120000000;
parameter BIT_RATE =   9600;
parameter PAYLOAD_BITS = 8;
wire [PAYLOAD_BITS-1:0]  uart_rx_data;
wire        uart_rx_valid;
wire        uart_rx_break;
wire        uart_tx_busy;
wire [PAYLOAD_BITS-1:0]  uart_tx_data;
wire        uart_tx_en;
reg  [PAYLOAD_BITS-1:0]  led_reg;
assign      led = led_reg;
assign uart_tx_data = uart_rx_data;
assign uart_tx_en   = uart_rx_valid;
always @(posedge clk) begin
    if(!reset) begin
        led_reg <= 8'hF0;
    end else if(uart_rx_valid) begin
        led_reg <= uart_rx_data[7:0];
    end
end
uart_rx #(
.BIT_RATE(BIT_RATE),
.PAYLOAD_BITS(PAYLOAD_BITS),
.CLK_HZ  (CLK_HZ  )
) i_uart_rx(
.clk          (clk          ),  
.resetn       (reset        ),  
.uart_rxd     (uart_rxd     ),  
.uart_rx_en   (1'b1         ),  
.uart_rx_break(uart_rx_break),  
.uart_rx_valid(uart_rx_valid),  
.uart_rx_data (uart_rx_data )   
);
uart_tx #(
.BIT_RATE(BIT_RATE),
.PAYLOAD_BITS(PAYLOAD_BITS),
.CLK_HZ  (CLK_HZ  )
) i_uart_tx(
.clk          (clk          ),
.resetn       (reset        ),
.uart_txd     (uart_txd     ),
.uart_tx_en   (uart_tx_en   ),
.uart_tx_busy (uart_tx_busy ),
.uart_tx_data (uart_tx_data ) 
);
endmodule
module uart_tx(
input  wire         clk         ,  
input  wire         resetn      ,  
output wire         uart_txd    ,  
output wire         uart_tx_busy,  
input  wire         uart_tx_en  ,  
input  wire [PAYLOAD_BITS-1:0]   uart_tx_data   
);
parameter   BIT_RATE        = 115200;  
localparam  BIT_P           = 1_000_000_000 * 1/BIT_RATE;  
parameter   CLK_HZ          =    120_000_000;
localparam  CLK_P           = 1_000_000_000 * 1/CLK_HZ;  
parameter   PAYLOAD_BITS    = 8;
parameter   STOP_BITS       = 1;
localparam       CYCLES_PER_BIT     = BIT_P / CLK_P;
localparam       COUNT_REG_LEN      = 1+$clog2(CYCLES_PER_BIT);
reg txd_reg;
reg [PAYLOAD_BITS-1:0] data_to_send;
reg [COUNT_REG_LEN-1:0] cycle_counter;
reg [3:0] bit_counter;
reg [2:0] fsm_state;
reg [2:0] n_fsm_state;
localparam FSM_IDLE = 0;
localparam FSM_START= 1;
localparam FSM_SEND = 2;
localparam FSM_STOP = 3;
assign uart_tx_busy = fsm_state != FSM_IDLE;
assign uart_txd     = txd_reg;
wire next_bit     = cycle_counter == CYCLES_PER_BIT;
wire payload_done = bit_counter   == PAYLOAD_BITS  ;
wire stop_done    = bit_counter   == STOP_BITS && fsm_state == FSM_STOP;
always @(*) begin : p_n_fsm_state
    case(fsm_state)
        FSM_IDLE : n_fsm_state = uart_tx_en   ? FSM_START: FSM_IDLE ;
        FSM_START: n_fsm_state = next_bit     ? FSM_SEND : FSM_START;
        FSM_SEND : n_fsm_state = payload_done ? FSM_STOP : FSM_SEND ;
        FSM_STOP : n_fsm_state = stop_done    ? FSM_IDLE : FSM_STOP ;
        default  : n_fsm_state = FSM_IDLE;
    endcase
end
integer i = 0;
always @(posedge clk) begin : p_data_to_send
    if(!resetn) begin
        data_to_send <= {PAYLOAD_BITS{1'b0}};
    end else if(fsm_state == FSM_IDLE && uart_tx_en) begin
        data_to_send <= uart_tx_data;
    end else if(fsm_state       == FSM_SEND       && next_bit ) begin
        for ( i = PAYLOAD_BITS-2; i >= 0; i = i - 1) begin
            data_to_send[i] <= data_to_send[i+1];
        end
    end
end
always @(posedge clk) begin : p_bit_counter
    if(!resetn) begin
        bit_counter <= 4'b0;
    end else if(fsm_state != FSM_SEND && fsm_state != FSM_STOP) begin
        bit_counter <= {COUNT_REG_LEN{1'b0}};
    end else if(fsm_state == FSM_SEND && n_fsm_state == FSM_STOP) begin
        bit_counter <= {COUNT_REG_LEN{1'b0}};
    end else if(fsm_state == FSM_STOP&& next_bit) begin
        bit_counter <= bit_counter + 1'b1;
    end else if(fsm_state == FSM_SEND && next_bit) begin
        bit_counter <= bit_counter + 1'b1;
    end
end
always @(posedge clk) begin : p_cycle_counter
    if(!resetn) begin
        cycle_counter <= {COUNT_REG_LEN{1'b0}};
    end else if(next_bit) begin
        cycle_counter <= {COUNT_REG_LEN{1'b0}};
    end else if(fsm_state == FSM_START || 
                fsm_state == FSM_SEND  || 
                fsm_state == FSM_STOP   ) begin
        cycle_counter <= cycle_counter + 1'b1;
    end
end
always @(posedge clk) begin : p_fsm_state
    if(!resetn) begin
        fsm_state <= FSM_IDLE;
    end else begin
        fsm_state <= n_fsm_state;
    end
end
always @(posedge clk) begin : p_txd_reg
    if(!resetn) begin
        txd_reg <= 1'b1;
    end else if(fsm_state == FSM_IDLE) begin
        txd_reg <= 1'b1;
    end else if(fsm_state == FSM_START) begin
        txd_reg <= 1'b0;
    end else if(fsm_state == FSM_SEND) begin
        txd_reg <= data_to_send[0];
    end else if(fsm_state == FSM_STOP) begin
        txd_reg <= 1'b1;
    end
end
endmodule
</file>
==> impl_metrics.tcl <==
# implementation run metrics
set metrics [dict create \
    antenna_found_initial 0 \
    cts_buffers 9 \
    syn_avg_cell_area_sq_um 8.94 \
    synth-edff-count 0 \
    antennaDiodeCount 0 \
    route.vias.total 2913 \
    ys_warn_count 3 \
    p_sw_mw 0.315 \
    postCtsHoldBufs 0 \
    die_h_microns 115 \
    worst_pin_slew_ns 0.745 \
    htree_levels 3 \
    hold_violations 0 \
    yosys_most_used_dff "dfxtp_1" \
    power_frac_clock 0.477 \
    grt_overflow 0 \
    synthCells 429 \
    post_drt_wl_per_cell_microns 12.3 \
    warnings 32 \
    pin_count 13 \
    maxSlewViolCount 0 \
    synthTopCellsByArea "dfxtp_1, mux2i_1, nor2_1, nand2_1, ha_1" \
    reg_top3 "i_uart_rx.cycle_counter x15, i_uart_tx.cycle_counter x15" \
    drt_wl_total_microns 7410 \
    cts.sinks 82 \
    crit_required_ns 4.97 \
    globalplace.congestion 0.844 \
    arrival_ns 3.00 \
    yosys-stat-cells 429 \
    path_clk_slew_ns 0.07 \
    grt_usage 0.125 \
    seq_power_share 0.505 \
    intPower_mw 1.07 \
    setup_viol 0 \
    hpwlAfterDp_microns 5130 \
    fp-utilization 0.313 \
    cp_top_family "simple AND/OR/NAND/NOR gates" \
    grt_setup_unrepaired "false" \
    portBuffers 11 \
    worst_clock_skew_ns 0.00922 \
    status "completed" \
    drcViolationCount 0 \
    critPathLaunchType "flip-flop" \
    drive_gt1_frac 0.0642 \
    power.leakage_nw 1.39 \
    worstPathCellList "nor4bb_1, nand4_1, a21oi_2, mux2i_1" \
    switching_share 0.227 \
    cts_resized 0 \
    grt_pass1_vias 2789 \
    fill_cells 1228 \
    ant_nets 0 \
    maxCapViolCount 0 \
    crit_buf_inv 0 \
    clk_path_buf_depth 2 \
    cts_setup_buffers 0 \
    min_period_ns 2.73 \
    die_area_sq_mm 0.0132 \
    firstDrtPassIters 4 \
    drt-vias-per-instance 4.82 \
    clock_latency_ns 0.33 \
    synth-seq-cells 82 \
    syn_area_sq_mm 0.00384 \
    yosysChipArea_sq_mm 0.00384 \
    async_flop_share 0 \
    cts_tree "built" \
    top_area_cell "dfxtp_1" \
    timing.final.crit_share 0.581 \
    yosysSeqAreaShare 0.428 \
    rows 40 \
    path_max_fanout 13 \
    core-area_sq_mm 0.0123 \
    slowest_stage "a21oi_2" \
    p_per_area_mw_per_mm2 318 \
    area_growth_pct 13.6 \
    fin_util 0.355 \
    final.setup.tns_ns 0 \
    slew_headroom 0.503 \
    cts_root_buffer "clkbuf_16" \
    ir_drop_v 0.000192 \
    ys_types 51 \
    crit_type "flip-flop to flip-flop" \
    top_cell_area_share 0.428 \
    grt_pass1_wl_microns 13300 \
    combinationalPowerShare 0.018 \
    grt_max_degree 21 \
    drtIter0Drc 168 \
    die_w_microns 115 \
    fmax_ghz 0.366 \
    cp_slowest_stage_delay_ns 0.77 \
    hp-class "flip-flop to flip-flop" \
    endpoint_kind "flip-flop" \
]
[path summary, 6_finish.rpt]
check,start,to,slack (ns),cells after the start
worst max-delay path,i_uart_rx.cycle_counter[12],led_reg[6],1.97,4
worst min-delay path,i_uart_rx.rxd_reg_0,i_uart_rx.rxd_reg,0.43,1
worst max register to register,i_uart_rx.cycle_counter[12],led_reg[6],1.97,4
worst min register to register,i_uart_rx.rxd_reg_0,i_uart_rx.rxd_reg,0.43,1
[cell usage in the layout, fill, tap and decap left out, types with 5 or more instances in the layout]
cell type | Yosys | routed
a21oi_1 | 18 | 18
o31ai_1 | 5 | 5
nor2_1 | 45 | 45
o21ai_0 | 5 | 5
nor4_1 | 5 | 5
nand2_1 | 43 | 43
inv_1 | 17 | 17
clkbuf_16 | 0 | 9
nand4_1 | 16 | 16
a211oi_1 | 14 | 14
clkdlybuf4s50_1 | 0 | 11
xor2_1 | 7 | 7
nand2b_1 | 6 | 6
dfxtp_1 | 82 | 82
mux2i_1 | 40 | 40
xnor2_1 | 13 | 13
ha_1 | 10 | 10
nor3_1 | 12 | 12
nand3_1 | 18 | 18
[synth_stat cells (4+ instances only)]
master and instances:
a211oi_1 14, a21oi_1 18, and3_1 4, and4_1 4
clkbuf_1 17, dfxtp_1 82, ha_1 10, inv_1 17
mux2i_1 40, nand2_1 43, nand2b_1 6, nand3_1 18
nand4_1 16, nor2_1 45, nor3_1 12, nor4_1 5
nor4bb_1 4, o21ai_0 5, o31ai_1 5, xnor2_1 13
xor2_1 7
[through the flow]
step | instances | cell area, sq um | hold WS [ns] | total power [mW] | worst slack (ns)
2_1_floorplan | 429 | 3840 | 0.386 | 0.732 | 2.43
3_3_place_gp | 588 | 4070 | 0.400 | 0.739 | 1.68
3_5_place_dp | 588 | 4070 | 0.404 | 0.740 | 1.65
4_1_cts | 604 | 4360 | 0.430 | 1.40 | 1.99
5_1_grt | 604 | 4360 | 0.462 | 1.44 | 1.71
6_report | 604 | 4360 | 0.432 | 1.38 | 1.97
[cell families (layout without fill, tap and decap cells)]
kind of cell	count (synthesis)	after routing	share of synthesized area
and+or+nand+nor	178	178	0.239
DFF	82	82	0.428
AOI/OAI and AO/OA	57	57	0.101
muxes	41	41	0.107
buffers and inverters	41	48	0.0463
xor gates and xnor gates	20	20	0.0457
adders and majority gates	10	10	0.0326
[routing by layer]
metal | vias to the layer above | track usage | routed length [microns]
met1 | 1338 | 0.200 | 3920
met3 | 4 | 0.0263 | 266
met2 | 43 | 0.185 | 3170
met4 | 0 | 0.0113 | 54
met5 | - | 0 | 0
li1 | 1528 | - | -
[worst register-to-register path, delay by kind of cell, from the launching register on]
kind            cells  cell delay [ns]
mux                 1             0.26
simple gates        2             1.20
flops               1             0.44
compound gates      1             0.77
[area by class of cell]
class / instances / area [sq um] / share of cell area
clock buffers: 9 / 225 / 0.0517
clock inverters: 7 / 58.8 / 0.0135
inverters: 17 / 63.8 / 0.0146
multi-input cells: 306 / 2020 / 0.463
flip-flops and latches: 82 / 1640 / 0.377
well taps: 168 / 210 / 0.0482
repair buffers: 15 / 140 / 0.0322
[power groups by stage]
stage / Clock [mW] / Sequential (mW) / Combinational [mW]
5_1_grt: 0.714 / 0.699 / 0.0282
4_1_cts: 0.676 / 0.699 / 0.0248
6_report: 0.661 / 0.699 / 0.0248
Power is estimated from default activity; no workload was simulated.
